## design/flow/run.sh

```bash
#!/bin/bash
# OpenROAD 26Q1-2900-gdf79404cd8, Yosys 0.63+post, stock flow scripts
make -C /OpenROAD-flow-scripts/flow DESIGN_CONFIG=/design/flow/config.mk WORK_HOME=/design/flow/orfs finish
```

## design/flow/config.mk

```make
export PLATFORM = sky130hd
export DESIGN_NAME = registerBank
export DESIGN_NICKNAME = registerBank
export VERILOG_FILES = /design/flow/design.v
export SDC_FILE = /design/flow/constraint.sdc
export NUM_CORES = 4
export LEC_CHECK = 1
export CORE_UTILIZATION = 30
```

## design/flow/constraint.sdc

```tcl
current_design registerBank

set clk_period 20.2
set clk_io_pct 0.2

create_clock -name clk0 -period $clk_period [get_ports {clk}]

set non_clock_inputs [all_inputs -no_clocks]
set_input_delay [expr $clk_period * $clk_io_pct] -clock clk0 $non_clock_inputs
set_output_delay [expr $clk_period * $clk_io_pct] -clock clk0 [all_outputs]
```

## design/flow/design.v

```verilog
module registerBank(register1 ,register2 ,register3 ,datain ,clk ,regwrite ,dataout1 ,dataout2);
input[4:0] register1;
input[4:0] register2;
input[4:0] register3;
input[63:0] datain;
input clk;
input regwrite;
output[63:0] dataout1;
output[63:0] dataout2;
reg [63:0] Bank [0:31];
integer  i;
initial 
begin
	for( i = 0; i < 32; i = i + 1) 
		Bank[i] = i;
end
always @ (posedge clk ) 
begin
	Bank[register3] = (regwrite == 1'b1)? datain : Bank[register3];
end
assign dataout1 = Bank[register1];
assign dataout2 = Bank[register2];
endmodule 
```

==> summary.txt <==
The synthesis and place-and-route flow finished, so here is a summary.

The tool warning count for the run is 27. TritonCTS built the clock tree. The horizontal die size came out at 578 um. The post-synthesis cell area came out at 0.0996 mm^2.

The transition time at the pin with the least slew margin came out at 1.09 ns. The layout overhead on the synthesized area is 18.0%. The delay of the slowest cell on the worst path came out at 0.77 ns. In this run, synthesis inferred 2048 flip-flops with an integrated enable. OpenSTA lists the critical path startpoint as register2[3]. The type of the most critical hold path is register to register.

The endpoint arrival time on the critical path is 9.62 ns. The total global routing track utilization is 0.412. Before CTS, the worst setup slack after placement is 6.90 ns. The via count of the first global-routing pass was 98741.

The area fraction of the largest cell type after synthesis is 0.618. The post-synthesis cell count from yosys came out at 8266. The first global-routing pass estimated 874 mm of wire. In this run the core area contains 211 standard-cell rows. The largest voltage drop on the vdd net came out at 75.5 uV. The run finished with clean final reports. The root buffer cell chosen for the clock tree is sky130_fd_sc_hd__clkbuf_16. The number of distinct library cell variants in the gate-level netlist after synthesis came out at 73. The startpoint class of the critical path is an input pin. Entering global routing, the biggest net connects 59 pins. The register with the most flip-flops in the layout has 2048 of them.

The total die size is 0.334 mm^2. STA lists the startpoint of the worst hold path as Bank[15][13]$_DFFE_PN_. The worst setup path is captured at an output pin.

The end-of-flow core utilization came out at 0.356. The maximum clock skew at final layout is 0.0473 ns. In the floorplan report the effective utilization is 0.302.

The endpoint required time on the critical path is 16.16 ns. For this block, the via count after detailed routing is 98302. The cell count after synthesis is 8266. The number of buffers inserted to repair setup after CTS is 0. The script logs the ratio of routed vias to standard cells as 7.44. Of the cells placed in the final design, the portion with a size suffix greater than 1 is 0.125. The core outline area is 0.330 mm^2. The power density over the cells is 87.7 mW/mm^2. The final total negative setup slack is 0 ns. The final antenna-violating net count is 0. Input and output buffers added on the ports amount to 208. The average routed wire per standard cell is 50.3 um.

Setup repair after global routing left no endpoint under its margin. The die extent in y came out at 578 um. Looking at the reg2reg group, the worst path starts from Bank[7][40]$_DFFE_PN_. The synthesis stats list as the most numerous cell sky130_fd_sc_hd__a22oi_1.

The sequential fraction of the synthesis area came out at 0.618. The post-route minimum period is 13.66 ns. Per the finish-stage timing summary, setup violations number 0. Looking at the cell usage after synthesis, the top flip-flop cell is sky130_fd_sc_hd__edfxtp_1. The post-synth register bit count is 2048. In the placement report, post-DP HPWL is listed as 382 mm. Counting along the longest clock path gives a buffer depth of 4. Max fanout on the critical path was recorded as 24. The post-route total power is 10300 uW. The number of warning messages in the yosys log is 2. The placement summary gives the final routability congestion estimate as 1.05.

The post-route DRC violation count is 0. The count of fill cells added during filler insertion came out at 31516. The mean cell area of the mapped netlist is 12.0 um^2. The clock edge transition at the registers on the reported setup and hold paths is 0.07 ns. Yosys reports that the most numerous cell types are 2507 x sky130_fd_sc_hd__a22oi_1, 2048 x sky130_fd_sc_hd__edfxtp_1, 799 x sky130_fd_sc_hd__nand2_1, 457 x sky130_fd_sc_hd__clkbuf_1, 304 x sky130_fd_sc_hd__a21oi_1. By instance count, the cell type seen most on the critical path is sky130_fd_sc_hd__buf_4. The number of violations reported at the end of detailed-routing iteration 0 came out at 14543. For this run, the detailed router's first-pass iteration total came to 12. The reported max-cap violation count came out at 0. The number of cells upsized or downsized after cts is 0.

The total CTS buffers came out at 231. The post-cts hold-fix buffer tally is 0. In the post-synthesis netlist, the biggest area contributors are sky130_fd_sc_hd__edfxtp_1 62%, sky130_fd_sc_hd__a22oi_1 19%, sky130_fd_sc_hd__nand2_1 3.0%, sky130_fd_sc_hd__nand4_1 1.8%, sky130_fd_sc_hd__and3_1 1.8%. The signal on the critical path passes through clkdlybuf4s50_1 > buf_4 > nand3_1 > nor2_4 > buf_4 > buf_4 > buf_4 > a22oi_1 > nand2_1 > nor4_1 > a21oi_1 > clkdlybuf4s50_1. The number of max-slew violations in the final report is 0. The source-to-sink clock delay at the later pin of the worst-skew pair came out at 1.00 ns. The routed design has 665 mm of wire.

The number of hold-slack violations in the final timing report came out at 0. Looking at the setup timing report, the critical path kind is input pin to output pin. The number of I/O pins is 209. The ratio of final minimum period to clock period came out at 0.676. The count of clock tree sinks came out at 2048. Yosys reported that registers with async set or reset make up 0.

Per the STA report, the cell with the highest stage delay on the worst path is sky130_fd_sc_hd__buf_4. The tightest slew margin relative to the limit is 0.271. The final critical-path setup slack is 6.54 ns.

The timing-limited maximum frequency is 73.2 MHz. The number of H-tree branching levels is 4. The area figure in the yosys stat output came out at 0.0996 mm^2. The number of antenna violations at the first check in global routing came out at 62. Summed over all instances, the cell type with the most area after synthesis is sky130_fd_sc_hd__edfxtp_1. The remaining global-route overflow is 0. Per the OpenROAD power report, leakage power amounts to 0.0393 uW.
-- metal layers --
layer	routed length, um	GRT usage	vias up	part of all wire
li1	-	-	35050	-
met5	3250	0.113	-	0.0049
met2	260000	0.522	12312	0.39
met3	140000	0.380	3683	0.21
met1	203000	0.417	47133	0.30
met4	59000	0.280	124	0.089
-- critical path, delay by kind of cell --
kind	cells	cell delay, ns
compound gates	2	0.81
buf+inv	6	3.42
simple gates	4	1.21
-- logic make-up (layout without fill, tap and decap cells) --
group / after synthesis / count (layout) / synth area share
multiplexers: 24 / 24 / 0.00251
AND-OR/OR-AND: 3171 / 3171 / 0.234
other: 0 / 127 / 0
AND/OR/NAND/NOR: 2276 / 2276 / 0.114
flip-flops: 2048 / 2048 / 0.618
buffers and inverters: 747 / 1200 / 0.0319
-- path summary, 6_finish.rpt --
kind	end	slack [ns]	cells after the start
setup / recovery	dataout2[55]	6.54	12
hold / removal	Bank[15][13]$_DFFE_PN_	0.83	3
setup reg to reg	Bank[0][40]$_DFFE_PP_	16.80	7
hold reg to reg	Bank[15][13]$_DFFE_PN_	0.83	3
-- power breakdown --
part | switching (uW) | leakage (uW) | internal, uW | total, uW
registers | 53.8 | 0.0186 | 4840 | 4890
clock network | 1910 | 0.00372 | 2490 | 4400
logic | 733 | 0.0170 | 273 | 1010
-- area by class of cell --
type | instances | area (um^2) | share of cell area
sequential | 2048 | 61500 | 0.523
multi-input combinational | 5471 | 36000 | 0.307
timing repair buffer | 743 | 6450 | 0.0549
clock buffer | 272 | 6040 | 0.0514
tap | 4366 | 5460 | 0.0465
clock inverter | 157 | 1590 | 0.0135
antenna | 127 | 318 | 0.00270
inverter | 28 | 110 | 0.000937
-- layout by cell type (no fill, tap or decap), drive strengths merged, types with 108 or more instances in the layout --
| cell | instances |
|---|---|
| buf | 546 |
| a22oi | 2507 |
| a21oi | 304 |
| nor4 | 154 |
| clkbuf | 272 |
| diode | 127 |
| clkdlybuf4s50 | 197 |
| nor2 | 329 |
| nand4 | 292 |
| nor3 | 168 |
| edfxtp | 2048 |
| and3 | 288 |
| nand2 | 800 |
| nand3 | 142 |
| clkinv | 108 |
-- through the flow --
step	area, um^2	std cells	hold slack [ns]
floorplan	99600	8266	1.07
global placement	110000	12656	0.791
detailed placement	110000	12656	0.803
CTS	117000	13085	0.819
global route	117000	13109	0.855
finish	117000	13212	0.831
No activity file was given, so power comes from the tool's default toggle rates.
