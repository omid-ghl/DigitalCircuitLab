File: design.v
module pc(clk, oldpc,newpc);
input clk;
input [63:0] oldpc;
output reg [63:0] newpc;
initial 
begin
	newpc = 0;			
end
always @(posedge clk)
begin
	newpc <= oldpc;
end
endmodule
File: run.sh
#!/bin/bash
# OpenROAD 26Q1-2900-gdf79404cd8, Yosys 0.63+post, stock flow scripts
make -C /OpenROAD-flow-scripts/flow DESIGN_CONFIG=/design/flow/config.mk WORK_HOME=/design/flow/orfs finish
File: constraint.sdc
current_design pc

set clk_period 1.0
set clk_io_pct 0.2

create_clock -name clk0 -period $clk_period [get_ports {clk}]

set non_clock_inputs [all_inputs -no_clocks]
set_input_delay [expr $clk_period * $clk_io_pct] -clock clk0 $non_clock_inputs
set_output_delay [expr $clk_period * $clk_io_pct] -clock clk0 [all_outputs]
File: config.mk
export PLATFORM = sky130hd
export DESIGN_NAME = pc
export DESIGN_NICKNAME = pc
export VERILOG_FILES = /design/flow/design.v
export SDC_FILE = /design/flow/constraint.sdc
export NUM_CORES = 4
export LEC_CHECK = 1
export CORE_AREA = 10 10 109 109
export DIE_AREA = 0 0 119 119
==> impl_results.html <==
<p>Metrics extracted from the flow reports.</p>
<table>
<tr><th>Metric</th><th>Value</th></tr>
<tr><th colspan="2">Status</th></tr>
<tr><td>Status</td><td>complete, no violations</td></tr>
<tr><th colspan="2">Detailed routing</th></tr>
<tr><td>Via-to-Cell Ratio</td><td>between 2 and 3</td></tr>
<tr><td>Vias after detailed routing</td><td>958</td></tr>
<tr><td>First-iteration detailed-routing DRC count</td><td>33</td></tr>
<tr><td>Count of unresolved DRC violations after routing</td><td>0</td></tr>
<tr><td>Tally of nets with antenna violations remaining after routing</td><td>0</td></tr>
<tr><td>Number of iterations in the first detailed-routing pass</td><td>5</td></tr>
<tr><td>Diodes inserted</td><td>0</td></tr>
<tr><td>Detailed-route wire length per cell</td><td>between 10 and 15 um</td></tr>
<tr><td>Wire length reported by the detailed router</td><td>between 3 and 4 mm</td></tr>
<tr><th colspan="2">Worst setup path</th></tr>
<tr><td>Path type of the worst setup path</td><td>flop to output port</td></tr>
<tr><td>Capturing element type of the critical path</td><td>output port</td></tr>
<tr><td>Maximum net fanout on the critical path</td><td>1</td></tr>
<tr><td>Sum of buffers and inverters on the critical path</td><td>1</td></tr>
<tr><td>Cell type of the slowest stage on the worst timing path</td><td>dfxtp_2</td></tr>
<tr><td>Worst-path cell chain</td><td>buf_2</td></tr>
<tr><td>Slowest stage delay, CP</td><td>0.31 ns</td></tr>
<tr><td>Critical path required time</td><td>0.80 ns</td></tr>
<tr><td>Critical Path Source Type</td><td>flop</td></tr>
<tr><td>Crit path DAT</td><td>between 0.7 and 0.8 ns</td></tr>
<tr><td>Gate family responsible for the most delay along the worst path</td><td>flip-flops</td></tr>
<tr><th colspan="2">Finish</th></tr>
<tr><td>Multi-input gate area</td><td>0 um^2</td></tr>
<tr><td>Layout filler cell count</td><td>around 1000</td></tr>
<tr><td>Flip-flop count of the largest register, all copies and words added</td><td>around 64</td></tr>
<tr><td>Top register by number of flip-flops</td><td>newpc</td></tr>
<tr><td>Core occupancy in the finished layout</td><td>0.272</td></tr>
<tr><td>Syn-to-layout area delta</td><td>105%</td></tr>
<tr><td>Total number of multi-input combinational cells</td><td>0</td></tr>
<tr><td>Leading registers by flop count</td><td>newpc x64</td></tr>
<tr><td>Layout cells sized above 1</td><td>0.375</td></tr>
<tr><td>Final non-filler cell total</td><td>~340</td></tr>
<tr><th colspan="2">Hold path</th></tr>
<tr><td>Min-delay worst type</td><td>input port to flop</td></tr>
<tr><td>Worst hold endpoint</td><td>newpc[33]$_DFF_P_</td></tr>
<tr><td>Instance count along the most critical hold path</td><td>1</td></tr>
<tr><td>Startpoint of the lowest-slack hold path</td><td>oldpc[33]</td></tr>
<tr><th colspan="2">STA</th></tr>
<tr><td>Final hold viol count</td><td>0</td></tr>
<tr><td>Hold_ws</td><td>slightly above 0.3 ns</td></tr>
<tr><td>Final period demand of the worst path</td><td>approximately 0.94 ns</td></tr>
<tr><td>Pin slew with the least headroom to its limit</td><td>0.0969 ns</td></tr>
<tr><td>Setup repair after global routing missed its margin</td><td>no</td></tr>
<tr><td>Headroom to the max-slew limit</td><td>0.935</td></tr>
<tr><td>Setup-violating endpoint count in the final report</td><td>0</td></tr>
<tr><td>Sum of negative setup slack</td><td>0 ns</td></tr>
<tr><td>Number of pins with negative max-slew slack in the final report</td><td>0</td></tr>
<tr><td>Maximum achievable frequency</td><td>1.07 GHz</td></tr>
<tr><td>Period utilisation layout</td><td>0.938</td></tr>
<tr><th colspan="2">Yosys</th></tr>
<tr><td>Post-synth area from yosys stat</td><td>between 1000 and 1500 um^2</td></tr>
<tr><td>Fraction of the yosys area taken by sequential cells</td><td>1.00</td></tr>
<tr><td>Number of warnings printed during yosys synthesis</td><td>1</td></tr>
<tr><td>Area contributors post-synth</td><td>dfxtp_1 100%</td></tr>
<tr><td>Total cells reported by yosys after synthesis</td><td>~64</td></tr>
<tr><td>Number of distinct standard cells referenced by the synthesized netlist</td><td>1</td></tr>
<tr><td>Yosys top cell by area</td><td>dfxtp_1</td></tr>
<tr><td>Number of storage elements in the synthesis netlist</td><td>64</td></tr>
<tr><td>Instance tally after logic synthesis</td><td>approximately 64</td></tr>
<tr><td>Post-synthesis area per instance</td><td>20.0 um^2</td></tr>
<tr><td>Synthesized cell area</td><td>~1300 um^2</td></tr>
<tr><td>Top area contributor share</td><td>1.00</td></tr>
<tr><th colspan="2">Die</th></tr>
<tr><td>Area of the core</td><td>between 9000 and 10000 um^2</td></tr>
<tr><td>Die X</td><td>between 100 and 150 um</td></tr>
<tr><td>Placement row count</td><td>36</td></tr>
<tr><td>Die height</td><td>around 120 um</td></tr>
<tr><td>Initial cell density of the core</td><td>0.133</td></tr>
<tr><td>Top Ports</td><td>roughly 130</td></tr>
<tr><td>Area enclosed by the die boundary</td><td>~14000 um^2</td></tr>
<tr><th colspan="2">CTS</th></tr>
<tr><td>CTS buffer count</td><td>9</td></tr>
<tr><td>Clock-pin slew on the worst setup and hold paths</td><td>~0.070 ns</td></tr>
<tr><td>Maximum root-to-sink buffer count</td><td>2</td></tr>
<tr><td>Number of levels the H-tree was split into</td><td>3</td></tr>
<tr><td>Clock Sink Count</td><td>roughly 64</td></tr>
<tr><td>Number of buffers inserted by post-CTS setup repair</td><td>0</td></tr>
<tr><td>Root Buffer</td><td>clkbuf_8</td></tr>
<tr><td>TritonCTS clock tree</td><td>built</td></tr>
<tr><th colspan="2">Global route</th></tr>
<tr><td>Wire length of the first global-routing pass</td><td>just under 6 mm</td></tr>
<tr><td>Maximum number of pins on one net before global-route repair</td><td>11</td></tr>
<tr><td>Sum of overflow across all layers after global routing</td><td>0</td></tr>
<tr><td>All-Layer GR Usage</td><td>0.0522</td></tr>
<tr><td>Antenna violations before repair</td><td>0</td></tr>
<tr><td>Via count of the first global-routing pass</td><td>slightly above 1000</td></tr>
<tr><th colspan="2">Power</th></tr>
<tr><td>Worst IR drop on VDD</td><td>between 0.7 and 0.8 mV</td></tr>
<tr><td>Power share of the combinational group</td><td>0.064</td></tr>
<tr><td>Sequential Power Share</td><td>0.498</td></tr>
<tr><td>Switching part of the total power</td><td>0.182</td></tr>
<tr><td>Leakage</td><td>approximately 1.1 nW</td></tr>
<tr><td>Power density cells</td><td>2070 nW/um^2</td></tr>
<tr><td>Internal cell power</td><td>between 4 and 5 mW</td></tr>
<tr><td>Clk pwr share</td><td>0.439</td></tr>
<tr><td>Net switching component of the power</td><td>approximately 990 uW</td></tr>
<tr><th colspan="2">Placement</th></tr>
<tr><td>Inst Count DP</td><td>between 300 and 400</td></tr>
<tr><td>Final weighted congestion of routability-driven global placement</td><td>between 0.6 and 0.7</td></tr>
<tr><td>Port Buffer Count</td><td>roughly 130</td></tr>
<tr><td>HPWL Detailed</td><td>just over 3 mm</td></tr>
<tr><th colspan="2">Flow run</th></tr>
<tr><td>Log Warnings</td><td>25</td></tr>
<tr><td>Max-cap violations</td><td>0</td></tr>
</table>
==> per-layer routing <==
| layer | track usage | vias up | part of all wire |
|---|---|---|---|
| met4 | 0.0122 | 0 | 0.012 |
| met2 | 0.0916 | 54 | 0.53 |
| met5 | 0 | - | 0 |
| li1 | - | 474 | - |
| met1 | 0.0528 | 426 | 0.37 |
| met3 | 0.0288 | 4 | 0.086 |
==> cell type report <==
cell class / count / area, um^2 / area share
sequential: 64 / 1280 / 0.489
clock inverter: 3 / 65.1 / 0.0248
clock buffer: 13 / 149 / 0.0567
tap: 133 / 166 / 0.0634
timing repair buffer: 128 / 961 / 0.366
==> stage by stage <==
stage               power [mW]  cell area [um^2]  worst slack (ns)
detailed placement        3.26              2730            0.0196
CTS                       5.59              2620            0.0302
global placement          3.26              2730            0.0147
finish                    5.44              2620            0.0619
floorplan                 2.74              1280             0.538
global route              5.75              2620           0.00104
==> kinds of logic after synthesis <==
kind of cell,share of synthesized area
DFF,1.00
==> layout by cell type, fill, tap and decap left out, drive strengths merged <==
cell type      count
buf               64
dfxtp             64
clkbuf            13
clkinv             1
bufinv             2
clkdlybuf4s50     64
==> how the worst max path moves through the flow <==
stage / startpoint / endpoint / slack (ns) / cells past startpoint
after global routing: newpc[9]$_DFF_P_ / newpc[9] / 0.001 / 1
final: newpc[33]$_DFF_P_ / newpc[33] / 0.06 / 1
after CTS: newpc[26]$_DFF_P_ / newpc[26] / 0.03 / 1
==> Yosys cell counts <==
library cell  number
dfxtp_1           64
==> power by group through the flow <==
stage         clock (mW)  combinational [mW]  sequential (mW)
CTS                 2.52               0.359             2.71
global route        2.64               0.378             2.73
finish              2.39               0.346             2.71
==> repair_timing <==
| action | CTS | global route |
|---|---|---|
| hold buffers | 0 | 0 |
| setup endpoints to repair | 64 | 1 |
| gates resized | 194 | 1 |
| pin swaps | 0 | 0 |
Power and IR drop assume default switching activity.
